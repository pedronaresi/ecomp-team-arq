[./run.sh]
#!/bin/bash
# OpenROAD 26Q1-2900-gdf79404cd8, Yosys 0.63+post, stock flow scripts
make -C /OpenROAD-flow-scripts/flow DESIGN_CONFIG=/design/flow/config.mk WORK_HOME=/design/flow/orfs finish
[./config.mk]
export PLATFORM = sky130hd
export DESIGN_NAME = TabArquivos
export DESIGN_NICKNAME = TabArquivos
export VERILOG_FILES = /design/flow/design.v
export SDC_FILE = /design/flow/constraint.sdc
export NUM_CORES = 4
export LEC_CHECK = 1
export CORE_UTILIZATION = 50
export SYNTH_MEMORY_MAX_BITS = 65536
[./constraint.sdc]
current_design TabArquivos

set clk_period 66.4
set clk_io_pct 0.2

create_clock -name clk0 -period $clk_period [get_ports {clock}]

set non_clock_inputs [all_inputs -no_clocks]
set_input_delay [expr $clk_period * $clk_io_pct] -clock clk0 $non_clock_inputs
set_output_delay [expr $clk_period * $clk_io_pct] -clock clk0 [all_outputs]
[./design.v]
module TabArquivos(dadosEscrita, dadosLidos, endereco, OpTabArq, clock, clock_auto);
	input [31:0] dadosEscrita;
	input [31:0] endereco;
	input clock, OpTabArq, clock_auto;  
	output [31:0] dadosLidos;
	reg [31:0] tab[200:0];
	always @(posedge clock) begin
		if(OpTabArq) begin
			tab[endereco] = dadosEscrita;
		end
	end
	assign dadosLidos = tab[endereco];
endmodule	
==> changes_impl.md <==
### Metrics

- Outcome: completed
- Number of buffers on the longest clock path: 4
- Tightest hold margin: 12.59 ns
- Cells resized by post-CTS repair: 0
- Actual transition at the worst max-transition pin: 1.16 ns
- Hold/Removal Path Class: primary input to register
- CTS HTree Levels: 6
- # rows: 256
- Wire length of the first global-routing pass: 919000 um
- Time the final worst path needs with I/O delays and setup: 33.81 ns
- Req. time, crit path: 53.12 ns
- Syn Area/Cell: 22.7 um2
- Ratio of routed vias to standard cells: 6.29
- Registers, synthesis: 6432
- Worst Setup Start Kind: primary input
- I/O pin count: 99
- CP delay by family, top: buffers and inverters
- Die Width: 702 um
- Sequential fraction of the synthesis area: 78.9%
- Number of buffers inserted by hold repair at cts: 0
- Cell with the biggest individual delay on the critical path: sky130_fd_sc_hd__o21ai_0
- Clock network fraction of total power: 41.3%
- Antenna violations before repair: 23
- Routed length per placed instance: 35.4 um
- IR Drop Worst-Case VDD: 27.7 uV
- Post-synthesis instance area: 245000 um2
- Final Hold Fails: 0
- CTS Root Buffer Type: sky130_fd_sc_hd__clkbuf_16
- Top cell area share: 78.9%
- Internal power contribution: 0.00656 W
- Slew Viols, Final: 0
- TritonCTS Buffers: 650
- GRT Total Usage: 30.4%
- Setup violations, final: 0
- Top cells by count: sky130_fd_sc_hd__edfxtp_1, sky130_fd_sc_hd__mux4_2, sky130_fd_sc_hd__mux2i_1, sky130_fd_sc_hd__clkbuf_1, sky130_fd_sc_hd__a22oi_1
- Power, Total: 0.00831 W
- Power per unit of standard cell area: 30.0 nW/um2
- Core region area: 487000 um2
- Max frequency: 29.6 MHz
- Number of buffers added on ports: 73
- Total leakage power: 86.2 nW
- DP Wirelength: 361000 um
- Chip area estimate from yosys synthesis: 245000 um2
- Area of the multi-input gates: 50400 um2
- Switching share of total power: 21.0%
- Clock tree from TritonCTS: built
- Category of the critical setup timing path: primary input to output pin
- Vias in the first global route: 130000
- First DRT Iteration DRCs: 7124
- Number of clock sinks: 6432
- Floorplan Utilization: 50.3%
- Post-route DRC violation count: 0
- Origin of the worst setup path: endereco[0]
- Area growth from synthesis to layout: 13.1%
- Setup tns final: 0 ns
- Share of the clock period used by the worst path after layout: 50.9%
- Number of warnings reported in the yosys synthesis log: 1
- Final design area excluding fillers: 277000 um2
- Storage cell area: 193000 um2
- Share of power burned in combinational logic: 4.8%
- Largest net degree at the start of global routing: 93
- Routed vias: 116000
- CP Depth: 16
- Sort of element at the end of the critical path: output pin
- Number of OpenROAD warnings: 51
- Signal arrival time at the worst endpoint: 20.53 ns
- First-pass iteration count of the detailed router: 8
- Setup repair bufs after CTS: 0
- Top cell type by total area after synthesis: sky130_fd_sc_hd__edfxtp_1
- Die height: 702 um
- Max incr delay on CP: 0.72 ns
- Number of buffers and inverters on the critical path: 10
- Area of the die: 493000 um2
- Most numerous cell in the Yosys netlist: sky130_fd_sc_hd__edfxtp_1
- Net load switching power: 0.00175 W
- Cell with the most instances on the worst path: sky130_fd_sc_hd__buf_4
- Detailed-route wire length: 651000 um
- Clock slew at the register clock pins of the worst setup and hold paths: 0.06 ns
- Dpl cell area: 257000 um2
- Most common flop cell mapped by yosys: sky130_fd_sc_hd__edfxtp_1
- Number of standard cells reported by yosys: 10800
- Final RePlAce weighted congestion: 0.873
- Number of fill cells in the layout: 34100
- Max reg flops: 6432
- Final Core Density: 56.9%
- Final antenna-violating net count: 0
- Hold Path Stages: 1
- Setup crit end: dadosLidos[16]
- Sequential cell fraction of total power: 53.9%
- Instance count of the mapped netlist: 10800
- Leading cell types by total area after synthesis: sky130_fd_sc_hd__edfxtp_1, sky130_fd_sc_hd__mux4_2, sky130_fd_sc_hd__mux2i_1
- Remaining global-route overflow: 0
- CP cell instances: buf_16 -> buf_12 -> buf_4 -> buf_4 -> buf_12 -> buf_4 -> buf_4 -> mux4_2 -> o221ai_1 -> a21oi_1 -> o21ai_0 -> buf_4 -> o21ai_0 -> buf_4 -> o221a_1 -> clkdlybuf4s50_1
- Proportion of layout cells with a drive suffix above 1: 27.3%
- Worst slew margin relative to its limit: 22.5%
- Reported max-cap violation count: 0
- Unrepaired setup endpoints after global routing: no
- Maximum fanout along the worst path: 74
- Number of synthesized flops with an enable pin: 6432
- Distinct cells, synth: 48
- Share of synthesized registers carrying an async set or reset: 0%
==> worst min-delay path by stage <==
stage,slack [ns],startpoint,end
finish,12.59,dadosEscrita[30],tab[15][30]$_DFFE_PP_
CTS,12.52,dadosEscrita[30],tab[7][30]$_DFFE_PP_
global route,12.56,dadosEscrita[30],tab[13][30]$_DFFE_PP_
==> power by group through the flow <==
stage                 Clock [W]  Sequential (W)  Combinational (W)
after CTS               0.00349         0.00448           0.000398
after global routing    0.00364         0.00448           0.000422
final                   0.00343         0.00448           0.000395
==> cell usage in the layout (no fill, tap or decap), drive strengths merged, types with 5 or more instances in the layout <==
cell	n
a211o	31
a21o	31
a21oi	156
a221oi	66
a22o	34
a22oi	283
a31oi	63
and2	5
and3	33
buf	592
bufinv	29
clkbuf	851
clkdlybuf4s50	33
clkinv	270
clkinvlp	11
diode	17
edfxtp	6432
inv	25
mux2	94
mux2i	424
mux4	1468
nand2	122
nand2b	9
nand3	79
nand4	67
nor2	239
nor2b	9
nor3	7
o211ai	64
o21ai	223
o221a	31
o221ai	31
o22a	62
o22ai	36
==> cells by family after synthesis <==
group / count (synthesis) / synth area share (%)
AOI/OAI and AO/OA: 1119 / 3.16
buffers and inverters: 645 / 1.21
DFF: 6432 / 78.9
muxes: 1986 / 15.7
and+or+nand+nor: 582 / 1.08
==> metal layers <==
metal  global-route usage [%]  wire length, um  vias to the layer above
met5                     5.65             3350                        -
met4                     9.48            27400                       65
met3                     28.3           139000                     1184
met2                     41.6           299000                     8919
met1                     34.1           182000                    58100
li1                         -                -                    47500
==> cell type report <==
type | instances | area share (%)
Tap cell | 6450 | 2.91
Clock inverter | 334 | 0.938
Inverter | 1 | 0.00136
Sequential cell | 6432 | 69.7
Antenna cell | 17 | 0.0154
Timing Repair Buffer | 656 | 1.93
Clock buffer | 820 | 6.23
Multi-Input combinational cell | 3687 | 18.2
==> per-stage QoR <==
step / worst slack, ns / instances
finish: 32.59 / 18400
global route: 32.05 / 18400
CTS: 32.64 / 18400
detailed placement: 32.69 / 17200
global placement: 32.73 / 17200
floorplan: 37.98 / 10800
No activity file was given, so power comes from the tool's default toggle rates.
