<file path="./design.v">
module BancoReg(reg1, reg2, reg3, regEscrita, dado1, dado2, dado3, dadosEscrita, escreveReg, clock, jal, enderecoPC, pcAtual, progAtual, save, preempcao);
	input [4:0] reg1; 									 
	input [4:0] reg2; 									 
	input [4:0] reg3; 									 
	input [4:0] regEscrita;								 
	input [31:0] dadosEscrita;							 
	input clock, escreveReg, jal, save;
	input [31:0] enderecoPC;							
	output [31:0] dado1;									 
	output [31:0] dado2;									 
	output [31:0] dado3;									 
	output [31:0] pcAtual, progAtual, preempcao;
	reg [31:0] bancoReg[31:0]; 						 
	always @(posedge clock) begin
		if(escreveReg == 1)
			bancoReg[regEscrita] = dadosEscrita;
		if(jal == 1 && pcAtual < 3000)
			bancoReg[30] = dadosEscrita;
		if(jal == 1  && pcAtual >= 3000) 			 
			bancoReg[16] = dadosEscrita;  			 
		bancoReg[11] = enderecoPC;
		bancoReg[0] = 0;
		if(save == 1) bancoReg[10] = enderecoPC;
	end
	assign dado1  = bancoReg[reg1];
	assign dado2  = bancoReg[reg2];
	assign dado3  = bancoReg[reg3];
	assign pcAtual = bancoReg[11];
	assign progAtual = bancoReg[24];
	assign preempcao = bancoReg[29];
endmodule	
</file>
<file path="./config.mk">
export PLATFORM = sky130hd
export DESIGN_NAME = BancoReg
export DESIGN_NICKNAME = BancoReg
export VERILOG_FILES = /design/flow/design.v
export SDC_FILE = /design/flow/constraint.sdc
export NUM_CORES = 4
export LEC_CHECK = 1
export CORE_UTILIZATION = 50
</file>
<file path="./constraint.sdc">
current_design BancoReg

set clk_period 12.9
set clk_io_pct 0.2

create_clock -name clk0 -period $clk_period [get_ports {clock}]

set non_clock_inputs [all_inputs -no_clocks]
set_input_delay [expr $clk_period * $clk_io_pct] -clock clk0 $non_clock_inputs
set_output_delay [expr $clk_period * $clk_io_pct] -clock clk0 [all_outputs]
</file>
<file path="./run.sh">
#!/bin/bash
# OpenROAD 26Q1-2900-gdf79404cd8, Yosys 0.63+post, stock flow scripts
make -C /OpenROAD-flow-scripts/flow DESIGN_CONFIG=/design/flow/config.mk WORK_HOME=/design/flow/orfs finish
</file>
==> qor.csv <==
stage;metric;value;unit
outcome;status;finished clean;
route;top_layer_used;met5;
global_route;grt_pass1_vias;38270;
final_layout;syn_to_final_growth;15.35;%
route;wl_met3;28090;um
placement;gp_congestion;1.006;
final_timing;fmax;109.0;MHz
route;met2_length;91510;um
final_timing;fin_worst_skew;27.51;ps
floorplanning;initCoreUtil;50.63;%
worst_setup_path;crit_slowest_cell;o31ai_1;
final_timing;min_period;9172;ps
synthesis;ys_ff;992;
clock_tree;clkSlewWorstSetupHoldPaths;60;ps
floorplanning;fp-row-count;120;
final_layout;finalInstanceArea;62690;um2
floorplanning;die_h;331.7;um
floorplanning;dieWidth;331.7;um
final_layout;layout_top_cell;edfxtp_1;
synthesis;yosysSeqAreaShare;54.22;%
placement;detailedPlacementHpwl;113200;um
global_route;antenna_found_initial;1;
placement;post_dp_cell_area;58830;um2
route;drt-initial-drc-count;2302;
worst_setup_path;path_class;in -> out;
power;p_per_area;128.2;nW/um2
synthesis;synth_warnings;1;
route;vias;34970;
route;wl_per_cell;38.56;um
final_timing;setup_viol;0;
global_route;grt-ovfl-total;0;
final_timing;finalHoldViolCount;0;
synthesis;yosys_cells;3148;
power;ir_worst_vdd;0.1216;mV
final_layout;most-common-layout-cells;edfxtp_1 (960), mux4_2 (576), mux2i_1 (290);
final_timing;setup_tns;0;ps
worst_setup_path;worstPathRequired;10320;ps
route;drc_errors;0;
global_route;track_usage;38.38;%
final_timing;rsz0062_at_grt;false;
route;diodes;0;
final_timing;drv_slew;0;
job;warnings;25;
clock_tree;root_buffer;clkbuf_16;
floorplanning;core_area;107400;um2
placement;port_buffers;279;
final_timing;timing.final.ws_setup;3728;ps
synthesis;synth_area_per_cell;17.27;um2
clock_tree;htree_levels;3;
synthesis;netlist_instances;3148;
clock_tree;clockBufferDepth;3;
placement;place_ws;3818;ps
clock_tree;post_cts_buffers;0;
final_timing;finalClockPeriodUsage;71.10;%
worst_setup_path;cp-end-kind;primary output;
hold_path;hold_class;reg -> reg;
route;ant_nets;0;
clock_tree;cts.sinks;992;
worst_setup_path;cp.arrival;6590;ps
global_route;grt_first_pass_wirelength;267900;um
floorplanning;die-area;110000;um2
worst_setup_path;path_cells;buf_8 > buf_12 > buf_4 > mux4_2 > mux2i_1 > and2_1 > o31ai_1 > clkdlybuf4s50_1;
final_layout;drive_gt1_share;31.38;%
final_timing;worst_pin_slew;1119;ps
clock_tree;hold_buffers;0;
worst_setup_path;path_max_fanout;79;
final_timing;slew_headroom;24.74;%
global_route;grt_max_degree;82;
route;wl_met1;56800;um
worst_setup_path;critPathLaunchType;primary input;
route;routed_wl;187900;um
clock_tree;cts_tree;yes;
job;max_cap_viol_count;0;
clock_tree;numCtsBuffers;110;
power;power_leakage;20.69;nW
worst_setup_path;cpPeakStageDelay;890;ps
clock_tree;cts_resized;0;
clock_tree;worstSkewPairLatency;710;ps
synthesis;ys_chip_area;54350;um2
floorplanning;ios;280;
route;drtPass1Iterations;8;
route;viasPerCell;7.177;
synthesis;yosysUniqueCellTypes;32;
synthesis;synthesis.area;54350;um2
final_layout;largest_reg_flops;992;
power;power;8.035;mW
critical path: cells and delay by family:
| family | cells | cell delay [ps] |
|---|---|---|
| AND-OR/OR-AND | 1 | 890 |
| multiplexers | 2 | 480 |
| AND/OR/NAND/NOR | 1 | 230 |
| buffers and inverters | 4 | 2240 |
worst paths after layout:
check,end,startpoint,slack (ps),cells past startpoint
worst max-delay path,dado2[13],reg2[0],3730,8
worst min-delay path,bancoReg[16][5],bancoReg[11][10],1170,3
worst max register to register,bancoReg[30][30],bancoReg[11][22],9950,6
worst min register to register,bancoReg[16][5],bancoReg[11][10],1170,3
power breakdown:
group	switching [mW]	internal (mW)
combinational	0.588	0.476
sequential	0.0428	3.60
clock	1.31	2.02
total	1.94	6.10
through the flow:
stage | instances | utilization [%] | hold WS [ps]
floorplan | 3148 | - | 1478
global placement | 4664 | 54.80 | 1137
detailed placement | 4664 | 54.80 | 1165
CTS | 4873 | 58.40 | 1188
global route | 4873 | 58.40 | 1215
finish | 4873 | 58.40 | 1166
metal layers:
layer	global-route usage, %	up-vias
met1	45.77	17600
met3	24.22	496
met2	56.98	2712
li1	-	14170
met5	0.4776	-
met4	17.41	2
cells by family after synthesis:
logic type | share of synthesized area (%)
AND-OR/OR-AND | 9.335
multiplexers | 31.84
flip-flops | 54.22
buffers and inverters | 2.838
AND/OR/NAND/NOR | 1.770
area by class of cell:
cell class | instances | area, um2
clock buffer | 134 | 2998
clock inverter | 75 | 863.3
fill | 7663 | 44660
inverter | 4 | 15.01
multi-input combinational | 1836 | 23620
sequential | 992 | 29470
tap | 1403 | 1755
timing repair buffer | 429 | 3969
synth_stat cells:
library cell / number / area (um2)
nand4_1: 1 / 6.260
or3_1: 1 / 6.260
nor2b_1: 9 / 56.30
or3b_2: 3 / 26.28
o31ai_1: 96 / 720.7
o21bai_1: 1 / 7.510
nand3_1: 2 / 10.01
buf_4: 35 / 262.8
nand2_1: 7 / 26.28
edfxtp_1: 960 / 28830
inv_1: 4 / 15.01
mux2i_1: 290 / 2903
nor4_1: 5 / 31.28
clkbuf_1: 163 / 611.8
and2_1: 99 / 619.3
buf_1: 15 / 56.30
a22o_1: 287 / 2514
a211oi_1: 96 / 720.7
buf_6: 13 / 146.4
mux4_2: 576 / 12970
nand3b_1: 5 / 37.54
o2bb2ai_1: 1 / 8.760
dfxtp_1: 32 / 640.6
nand2b_1: 3 / 18.77
or4_1: 1 / 7.510
nor2_1: 31 / 116.4
a2111oi_0: 1 / 8.760
o21ai_1: 96 / 480.5
mux2_2: 127 / 1430
o22ai_1: 97 / 606.8
a31oi_1: 1 / 6.260
buf_2: 90 / 450.4
Power and IR drop assume default switching activity.
